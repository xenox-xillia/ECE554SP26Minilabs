## design/flow/config.mk

```make
export PLATFORM = sky130hd
export DESIGN_NAME = edge_detect
export DESIGN_NICKNAME = edge_detect
export VERILOG_FILES = /design/flow/design.v
export SDC_FILE = /design/flow/constraint.sdc
export NUM_CORES = 4
export LEC_CHECK = 1
export CORE_UTILIZATION = 40
```

## design/flow/constraint.sdc

```tcl
current_design edge_detect

set clk_period 14.1
set clk_io_pct 0.2

create_clock -name clk0 -period $clk_period [get_ports {clk}]

set non_clock_inputs [all_inputs -no_clocks]
set_input_delay [expr $clk_period * $clk_io_pct] -clock clk0 $non_clock_inputs
set_output_delay [expr $clk_period * $clk_io_pct] -clock clk0 [all_outputs]
```

## design/flow/design.v

```verilog
module edge_detect(
    input wire clk,
    input wire rst_n,
    input wire filter_type,  
    input wire valid,
    input wire [9:0] x_cntr,  
    input wire [9:0] y_cntr,  
    input wire [11:0] pixel_in,  
    output wire [11:0] pixel_out
);
reg signed [14:0] edge_value_v;  
reg signed [14:0] edge_value_h;  
reg [14:0] edge_value_v_u;  
reg [14:0] edge_value_h_u;  
wire in_bounds;  
assign in_bounds = (x_cntr > 1) && (x_cntr < 638) && (y_cntr > 1) && (y_cntr < 478) && valid;  
reg signed [12:0] cur_pix_mat [0:2][0:2];  
wire [11:0] row1_out;  
wire [11:0] row2_out;  
row_buffer iR1 (         
    .clk(clk),
    .rst_n(rst_n),
    .en(valid),
    .pixel_in(pixel_in),  
    .pixel_out(row1_out)
);
row_buffer iR2 (         
    .clk(clk),
    .rst_n(rst_n),
    .en(valid),
    .pixel_in(row1_out),  
    .pixel_out(row2_out) 
);
always_ff @(posedge clk) begin
    if(valid) begin
        cur_pix_mat[2][0] <= pixel_in;  
        cur_pix_mat[2][1] <= cur_pix_mat[2][0];  
        cur_pix_mat[2][2] <= cur_pix_mat[2][1];  
        cur_pix_mat[1][0] <= row1_out;  
        cur_pix_mat[1][1] <= cur_pix_mat[1][0];  
        cur_pix_mat[1][2] <= cur_pix_mat[1][1];  
        cur_pix_mat[0][0] <= row2_out;  
        cur_pix_mat[0][1] <= cur_pix_mat[0][0];  
        cur_pix_mat[0][2] <= cur_pix_mat[0][1];  
    end
end
always_ff @(posedge clk) begin
    if(in_bounds) begin
        edge_value_h <= (cur_pix_mat[0][0] + {cur_pix_mat[0][1][12:0], 1'b0} + cur_pix_mat[0][2]) - (cur_pix_mat[2][0] + {cur_pix_mat[2][1][12:0], 1'b0} + cur_pix_mat[2][2]);  
        edge_value_v <= (cur_pix_mat[0][0] + {cur_pix_mat[1][0][12:0], 1'b0} + cur_pix_mat[2][0]) - (cur_pix_mat[0][2] + {cur_pix_mat[1][2][12:0], 1'b0} + cur_pix_mat[2][2]);  
    end
    else begin
        edge_value_h <= 15'h0000;    
        edge_value_v <= 15'h0000;
    end
    edge_value_h_u <= edge_value_h[14] ? -edge_value_h : edge_value_h;
    edge_value_v_u <= edge_value_v[14] ? -edge_value_v : edge_value_v;
end
assign pixel_out = filter_type ? 
                (edge_value_v_u > 15'd4095 ? 12'hFFF : edge_value_v_u[11:0]) :
                (edge_value_h_u > 15'd4095 ? 12'hFFF : edge_value_h_u[11:0]);  
endmodule
module row_buffer(
    input clk,
    input rst_n,
    input en,
    input [11:0] pixel_in,
    output reg [11:0] pixel_out
);
reg [11:0] buffer [0:639];  
reg [9:0] write_ptr;  
reg [9:0] read_ptr;   
always_ff @(posedge clk or negedge rst_n) begin
    if(!rst_n) begin
        write_ptr <= '0;
        read_ptr <= 10'd1;  
    end
    else if (en) begin
        buffer[write_ptr] <= pixel_in;
        write_ptr <= write_ptr == 639 ? 0 : write_ptr + 1'b1;
        read_ptr <= read_ptr == 639 ? 0 : read_ptr + 1'b1;  
        pixel_out <= buffer[read_ptr];  
    end
end
endmodule
```

## design/flow/run.sh

```bash
#!/bin/bash
# OpenROAD 26Q1-2900-gdf79404cd8, Yosys 0.63+post, stock flow scripts
make -C /OpenROAD-flow-scripts/flow DESIGN_CONFIG=/design/flow/config.mk WORK_HOME=/design/flow/orfs finish
```

==> reports/qor_table.md <==
| Quantity | Reported |
| --- | --- |
| Overall fraction of global-route tracks in use | 94.1% |
| Aoi share | 9.92% |
| Number of warnings printed during yosys synthesis | 4 |
| CTS H-tree depth | 7 |
| Dominant Register Cell | sky130_fd_sc_hd__edfxtp_1 |
| Most frequent cell after synthesis | sky130_fd_sc_hd__edfxtp_1 |
| Worst setup timing slack at the placement stage | 5.76 ns |
| Dominant comb cell | AND-OR/OR-AND gates |
| Ports | 48 |
| Proportion of synthesized area in mux cells | 0.0323% |
| Average footprint of a synthesized cell | 17.2 um2 |
| Flip-flop and latch count after synthesis | 15600 |
| Count of hold buffers inserted by post-cts repair | 0 |
| Die X | 1210 um |
| Count of instances resized after the clock tree is built | 0 |
| Bufs on Longest Clock Path | 6 |
| Setup repair bufs after CTS | 0 |
| Placer Congestion | 2.02 |
| Number of sinks handled by clock tree synthesis | 15600 |
| Cell area after synthesis | 585000 um2 |
| XORs/XNORs by Area | 0.106% |
| Outcome | stopped before the end |
| HPWL reported at the end of detailed placement | 3890000 um |
| Number of global-route vias before repair | 616000 |
| Post-synthesis async set-or-reset flop share | 0.257% |
| Number of cells in the yosys synthesis report | 34100 |
| Count of standard-cell rows | 443 |
| Fraction of the yosys area taken by sequential cells | 79.9% |
| Port buffer count | 45 |
| Synth Instances | 34100 |
| Max-area cell share | 79.5% |
| Effective utilization at floorplan | 40.2% |
| Tally of unique sky130hd cells used after synthesis | 88 |
| Most common library cells after synthesis | sky130_fd_sc_hd__edfxtp_1 (15500), sky130_fd_sc_hd__a22oi_1 (5156), sky130_fd_sc_hd__nand4_1 (2267) |
| Die boundary height | 1210 um |
| Synth Area in Adders | 0.429% |
| Global route overflow | 242000 |
| Leading cell types by total area after synthesis | sky130_fd_sc_hd__edfxtp_1 (80%), sky130_fd_sc_hd__a22oi_1 (6.6%), sky130_fd_sc_hd__nand4_1 (2.4%) |
| Library cell used as clock root buffer | sky130_fd_sc_hd__clkbuf_16 |
| Last stage | global routing (5_1_grt) |
| Pin count of the biggest net entering global routing | 130 |
| Cell type contributing the most total cell area after synthesis | sky130_fd_sc_hd__edfxtp_1 |
| First error line in the log | [ERROR GRT-0116] Global routing finished with congestion. Check the congestion regions in the DRC Viewer. |
| Number of synthesized flops with an enable pin | 15500 |
| Simple logic cell fraction of the synthesized area | 8.01% |
| Post-synth area from yosys stat | 585000 um2 |
| CTS buffer count | 1539 |
| First-pass GRT wire length | 7860000 um |
[layer usage]
metal  GRT usage, %  GRT overflow
met2            118        122000
met1           96.6         81600
met3           75.6         21300
met5           66.7          2375
met4           74.4         14400
[kinds of logic after synthesis]
kind of cell,count (synthesis)
mux,18
xor+xnor,71
flops,15600
simple gates,8529
fa+ha+maj,144
buf+inv,2267
compound gates,7467
[per-stage QoR]
step / instance area (um2) / instances / hold slack (ns)
2_1_floorplan: 585000 / 34100 / 0.345
4_1_cts: 707000 / 59500 / 0.379
3_5_place_dp: 658000 / 56700 / 0.364
3_3_place_gp: 658000 / 56700 / 0.373
